## flow/design.v

```verilog
module clk_sel(clk_lf,level,btnC,clk_game);
input clk_lf,btnC;
input [1:0]level;
output reg clk_game;
reg [3:0] Fout;
always @ (posedge clk_lf or posedge btnC)
begin 
    if(btnC==1)
        begin
        Fout<=0;
        clk_game<=0;
    end
        else 
        begin
    Fout<=Fout+1;
    case (level)
    2'b00: clk_game <= Fout[3];         
    2'b01: clk_game <= Fout[2];
    2'b10: clk_game <= Fout[1];
    2'b11: clk_game <= Fout[0];         
    endcase
   end
end
endmodule
```

## flow/run.sh

```bash
#!/bin/bash
# OpenROAD 26Q1-2900-gdf79404cd8, Yosys 0.63+post, stock flow scripts
make -C /OpenROAD-flow-scripts/flow DESIGN_CONFIG=/design/flow/config.mk WORK_HOME=/design/flow/orfs finish
```

## flow/config.mk

```make
export PLATFORM = sky130hd
export DESIGN_NAME = clk_sel
export DESIGN_NICKNAME = clk_sel
export VERILOG_FILES = /design/flow/design.v
export SDC_FILE = /design/flow/constraint.sdc
export NUM_CORES = 4
export LEC_CHECK = 1
export CORE_AREA = 10 10 70 70
export DIE_AREA = 0 0 80 80
```

## flow/constraint.sdc

```tcl
current_design clk_sel

set clk_period 1.2
set clk_io_pct 0.2

create_clock -name clk0 -period $clk_period [get_ports {clk_lf}]

set non_clock_inputs [all_inputs -no_clocks]
set_input_delay [expr $clk_period * $clk_io_pct] -clock clk0 $non_clock_inputs
set_output_delay [expr $clk_period * $clk_io_pct] -clock clk0 [all_outputs]
```

==> results.yml <==
# yosys + openroad results
place:
  globalplace.congestion: 0.762
  dpl.hpwl_um: 283
  dp.cells: 62
  portBuffers: 4
  preCtsSetupSlack_ns: -0.164
drt:
  num_vias: 111
  vias_per_cell: 1.68
  wl_um: 350
  drc_errors: 0
  diodes: 0
  routedWlPerCell_um: 5.30
  first_pass_iters: 2
  drt-initial-drc-count: 4
  ant_nets: 0
global_route:
  grt_pass1_wl_um: 648
  grt_use_total_pct: 1.51
  grt_antenna_before_repair: 0
  grt-ovfl-total: 0
  grt_pass1_vias: 134
  grt_max_degree: 6
final_timing:
  fin_crit_sh_pct: 92.0
  hold_viol_final: 0
  maxSlewViolCount: 0
  fmax_ghz: 0.906
  finalSetupViolCount: 0
  finalCriticalPeriod_ns: 1.10
  grt_setup_unrepaired: "false"
  tightest_slew_ns: 0.187
  fin_skew_ns: 0.00253
  relSlewSlack_pct: 87.5
  setup_ws_ns: 0.0965
synth:
  syn_avg_cell_area_sq_um: 15.8
  topCellsByArea: "dfrtp_1 66%, mux4_2 12%, ha_1 6.6%"
  netlist_instances: 12
  ys_warn_count: 1
  ys_cells: 12
  ys.flop_type: "dfrtp_1"
  edf_count: 0
  yosys.area.top_type: "dfrtp_1"
  yosysSeqAreaShare_pct: 65.8
  numSynthFlops: 5
  yosys_area_sq_um: 190
  async_flop_share_pct: 100
  top_area_share_pct: 65.8
  top_cells_by_count: "5 x dfrtp_1, 2 x inv_1"
  syn_area_sq_um: 190
  top_cell: "dfrtp_1"
  ys_types: 7
setup_path:
  cp.required_ns: 1.31
  worst-setup-path-type: "in2reg"
  start_kind: "primary input"
  worstReg2RegStart: "Fout[0]"
  crit_buf_inv: 1
  critPathCapture: "clk_game"
  worstPathArrival_ns: 1.21
  timing.rr.end: "clk_game"
  r2r_cells: 1
  cp_max_fo: 1
  max_stage_delay_ns: 0.49
  setup.worst_path.end_class: "register"
  worstSetupPathDepth: 2
  crit_slowest_cell: "mux4_2"
  crit_path_start: "level[0]"
  crit_family: "multiplexers"
  worst-r2r-setup-slack_ns: 0.21
  crit_path_cell_trace: "clkdlybuf4s50_1 > mux4_2"
cells_and_area:
  drive_above_1_share_pct: 20.0
  logic_area_sq_um: 57.6
  final_cells: 66
  area.growth.synth_to_final_pct: 64.5
  seqCellArea_sq_um: 125
  fillers: 398
  final_util_pct: 9.16
floorplan:
  fp_util_pct: 5.57
  rows: 21
  dieArea_sq_mm: 0.00640
  die_height_um: 80
  die_w_um: 80
  core_sq_mm: 0.00342
  io_pins: 5
job:
  maxCapViolCount: 0
  warnings: 25
pwr:
  p_per_area_mw_per_mm2: 1210
  p_total_mw: 0.377
  p_leak_nw: 0.130
  vdd_drop_max_v: 0.000129
hold_path:
  hold_path_class: "in2async"
clocking:
  cts_root_buffer: "clkbuf_4"
  cts.sinks: 5
  clk_path_buf_depth: 2
  cts_tree: "built"
  cts-buffers-inserted: 3
  postCtsSetupBuffers: 0
  path_clk_slew_ns: 0.04
  clk_latency_ns: 0.24
  htreeDepth: 1
outcome:
  status: "complete, no violations"
==> placed cells by master, fill, tap and decap left out <==
cell type / instances
clkbuf_1: 1
clkbuf_4: 3
clkdlybuf4s50_1: 3
dfrtp_1: 5
dlygate4sd2_1: 1
ha_1: 1
inv_1: 2
mux4_2: 1
nand3_1: 1
xnor2_1: 1
xor2_1: 1
==> report_power, final <==
part / switching, mW / internal [mW]
Clock: 0.0672 / 0.126
Combinational: 0.00506 / 0.00993
Sequential: 0 / 0.169
==> cell families after synthesis <==
| kind of cell | count (synthesis) | share of synthesized area [%] |
|---|---|---|
| and+or+nand+nor | 1 | 2.63 |
| buffers and inverters | 2 | 3.95 |
| adders and majority gates | 1 | 6.58 |
| DFF | 5 | 65.8 |
| xor gates and xnor gates | 2 | 9.21 |
| muxes | 1 | 11.8 |
==> area by class of cell <==
class / count / area share, %
Sequential cell: 5 / 40.0
Multi-Input combinational cell: 5 / 18.4
Tap cell: 46 / 18.4
Timing Repair Buffer: 4 / 12.4
Clock buffer: 4 / 8.40
Inverter: 2 / 2.40
==> sequential cells by signal, summed over array words and instances, names as in the netlist <==
register and flops:
Fout 4, clk_game 1
==> worst min-delay path by stage <==
stage | startpoint | end | slack (ns) | cells past startpoint
final | btnC | Fout[3] | 0.20 | 2
after CTS | btnC | Fout[3] | 0.19 | 2
after global routing | btnC | Fout[3] | 0.20 | 2
==> through the flow <==
stage | hold WS [ns] | instance area (sq um) | setup TNS, ns
after detailed placement | 0.458 | 288 | -0.164
after global placement | 0.444 | 288 | -0.152
after global routing | 0.203 | 313 | 0
after floorplan | 0.0185 | 190 | 0
final | 0.197 | 313 | 0
after CTS | 0.193 | 313 | 0
==> routing by layer <==
layer	part of all wire, %	wire length [um]	up-vias	track usage [%]
li1	-	-	55	-
met1	53	186	47	1.62
met2	24	83	7	1.28
met3	21	74	2	2.61
met4	1.7	6	0	0.352
met5	0	0	-	0
==> what timing repair did <==
action                     in CTS  in global routing
resized                         1                  0
setup endpoints to repair       1                  0
hold buffers                    0                  0
No activity file was given, so power comes from the tool's default toggle rates.
